## /design/flow/design.v

```verilog
`timescale 1ns / 1ps
`timescale 1ps / 1ps
module btn_led(
    input sys_clk,
    input btnc,
    input btnu,
    input btnd,
    input btnl,
    input btnr,
    output [7:0]led,
    output [7:0]ja
    );
    reg [25:0] count = 0;
    reg [7:0]  a = 0;
    reg [7:0]  b = 0;
    reg [4:0] btn = 0;
    always@(posedge sys_clk) begin
        if (btnu == 1) begin
            btn = 5'b10000;
        end else if (btnd == 1) begin
            btn = 5'b01000;
        end else if (btnl == 1) begin
            btn = 5'b00100;
        end else if (btnr == 1) begin
            btn = 5'b00010;
        end else if (btnc == 1) begin
            btn = 5'b00001;
        end
        count <= count + 1;
        if (btn == 5'b00001) begin
            if (count < 25'h020_0000 || ( count > 25'h040_0000 && count < 25'h050_0000) 
            || ( count > 25'h070_0000 && count < 25'h090_0000) || ( count > 25'h0b0_0000 && count < 25'h0d0_0000)
            || ( count > 25'h0e0_0000 && count < 25'h0e4_0000)
            || ( count > 25'h0fc_0000 && count < 25'h100_0000)) begin  
                a[0] = count[0];
            end else begin
                a[0] = 1'b0;
            end
            if (count < 25'h004_0000 || ( count > 25'h01c_0000 && count < 25'h020_0000) 
            || ( count > 25'h040_0000 && count < 25'h050_0000) || ( count > 25'h070_0000 && count < 25'h078_0000)
            || ( count > 25'h0b0_0000 && count < 25'h0b8_0000) || ( count > 25'h0e0_0000 && count < 25'h0e4_0000)
            || ( count > 25'h0fc_0000 && count < 25'h100_0000)) begin  
                a[1] = count[1];
                a[2] = count[2];
            end else begin
                a[1] = 1'b0;
                a[2] = 1'b0;
            end
            if (count < 25'h020_0000 
            || ( count > 25'h040_0000 && count < 25'h050_0000) || ( count > 25'h070_0000 && count < 25'h078_0000)
            || ( count > 25'h0b0_0000 && count < 25'h0b8_0000) || ( count > 25'h0e4_0000 && count < 25'h0e8_0000)
            || ( count > 25'h0f8_0000 && count < 25'h0fc_0000)) begin  
                a[3] = count[3];
            end else begin
                a[3] = 1'b0;
            end
            if ( count < 25'h008_0000 
            || ( count > 25'h040_0000 && count < 25'h050_0000) || ( count > 25'h070_0000 && count < 25'h090_0000)
            || ( count > 25'h0b0_0000 && count < 25'h0b8_0000) || ( count > 25'h0e4_0000 && count < 25'h0e8_0000)
            || ( count > 25'h0f8_0000 && count < 25'h0fc_0000)) begin  
                a[4] = count[4];
            end else begin
                a[4] = 1'b0;
            end
            if ( count < 25'h010_0000 
            || ( count > 25'h040_0000 && count < 25'h050_0000) || ( count > 25'h088_0000 && count < 25'h090_0000)
            || ( count > 25'h0b0_0000 && count < 25'h0b8_0000) || ( count > 25'h0e8_0000 && count < 25'h0ec_0000)
            || ( count > 25'h0f4_0000 && count < 25'h0f8_0000)) begin  
                a[5] = count[5];
            end else begin
                a[5] = 1'b0;
            end
            if ( count < 25'h008_0000 || ( count > 25'h010_0000 && count < 25'h018_0000)
            || ( count > 25'h040_0000 && count < 25'h050_0000) || ( count > 25'h088_0000 && count < 25'h090_0000)
            || ( count > 25'h0b0_0000 && count < 25'h0b8_0000) || ( count > 25'h0e8_0000 && count < 25'h0ec_0000)
            || ( count > 25'h0f4_0000 && count < 25'h0f8_0000)) begin  
                a[6] = count[6];
            end else begin
                a[6] = 1'b0;
            end
            if ( count < 25'h008_0000 || ( count > 25'h018_0000 && count < 25'h020_0000)
            || ( count > 25'h040_0000 && count < 25'h050_0000) || ( count > 25'h070_0000 && count < 25'h090_0000)
            || ( count > 25'h0b0_0000 && count < 25'h0d0_0000) 
            || ( count > 25'h0ec_0000 && count < 25'h0f4_0000)) begin  
                a[7] = count[7];
            end else begin
                a[7] = 1'b0;
            end
            b = a;
        end
        else if (btn == 5'b10000) begin
            b = 8'b11111111;
        end
        else if (btn == 5'b01000) begin
            b[7] = count[24];
            b[6] = count[24];
            b[5] = count[24];
            b[4] = count[24];
            b[3] = count[24];
            b[2] = count[24];
            b[1] = count[24];
            b[0] = count[24];
        end
        else if (btn == 5'b00100) begin
            b[7] = count[25];
            b[6] = count[25];
            b[5] = count[25];
            b[4] = count[25];
            b[3] = count[25];
            b[2] = count[25];
            b[1] = count[25];
            b[0] = count[25];
        end
        else if (btn == 5'b00010) begin
            b[7] = count[23];
            b[6] = count[23];
            b[5] = count[23];
            b[4] = count[23];
            b[3] = count[23];
            b[2] = count[23];
            b[1] = count[23];
            b[0] = count[23];
        end
    end
    assign led[7:0] = b;
    assign ja[7:0] = b;
endmodule
```

## /design/flow/run.sh

```bash
#!/bin/bash
# OpenROAD 26Q1-2900-gdf79404cd8, Yosys 0.63+post, stock flow scripts
make -C /OpenROAD-flow-scripts/flow DESIGN_CONFIG=/design/flow/config.mk WORK_HOME=/design/flow/orfs finish
```

## /design/flow/config.mk

```make
export PLATFORM = sky130hd
export DESIGN_NAME = btn_led
export DESIGN_NICKNAME = btn_led
export VERILOG_FILES = /design/flow/design.v
export SDC_FILE = /design/flow/constraint.sdc
export NUM_CORES = 4
export LEC_CHECK = 1
export CORE_UTILIZATION = 30
```

## /design/flow/constraint.sdc

```tcl
current_design btn_led

set clk_period 5.3
set clk_io_pct 0.2

create_clock -name clk0 -period $clk_period [get_ports {sys_clk}]

set non_clock_inputs [all_inputs -no_clocks]
set_input_delay [expr $clk_period * $clk_io_pct] -clock clk0 $non_clock_inputs
set_output_delay [expr $clk_period * $clk_io_pct] -clock clk0 [all_outputs]
```

==> results.py <==
# Auto-generated metrics
metrics = {
    "run_status": {
        "status": "finished clean",
    },
    "cts": {
        "clock_tree.root_cell": "clkbuf_8",
        "clockBufferDepth": 2,
        "hold_buffers": 0,
        "clk_pin_slew_ns": 0.08,
        "cts_buffers": 5,
        "post_cts_resized": 0,
        "cts-htree-levels": 2,
        "clkLatencyLatePin_ns": 0.29,
        "cts_sinks": 39,
        "cts_setup_buffers": 0,
        "cts_tree": "built",
    },
    "die": {
        "fp_util": 0.3100,
        "fp.dieW_um": 88.57,
        "core_area_um2": 7253,
        "die_area_um2": 7845,
        "io_pins": 22,
        "die_y_um": 88.57,
        "rows": 31,
    },
    "synth": {
        "ys_ff": 39,
        "netlist_area_um2": 2248,
        "yosys.cell_types.count": 59,
        "ys_seq_frac": 0.3829,
        "ys_chip_area_um2": 2248,
        "synth-edff-count": 8,
        "ys_cells": 245,
        "async_reset_ff_frac": 0,
        "avgSynthCellArea_um2": 9.177,
        "synthCells": 245,
        "synthFlopType": "dfxtp_1",
        "ys_warn_count": 1,
    },
    "sta": {
        "fin_skew_ns": 0.007690,
        "layout_min_cycle_time_ns": 3.365,
        "finalHoldViolCount": 0,
        "finalSetupViolations": 0,
        "tightest_slew_ns": 0.6406,
        "setup_tns_ns": 0,
        "grt_setup_unrepaired": "false",
        "finalCritPeriodShare": 0.6349,
        "fmax_ghz": 0.2972,
        "maxSlewViolCount": 0,
        "max_slew_margin": 0.5690,
    },
    "hold_path": {
        "hold_path_class": "register to register",
        "worstHoldStart": "count[17]",
    },
    "final_layout": {
        "lay_top_count": "dfxtp_1",
        "finalNonFillerCells": 354,
        "final_cell_mix": "dfxtp_1 (31), clkdlybuf4s50_1 (21), nand3_1 (20)",
        "fill_cells": 749,
        "comb_area_um2": 1222,
        "syn_to_final_growth_pct": 13.19,
        "ff_latch_area_um2": 860.8,
        "layout-drive-gt1-share": 0.09804,
    },
    "setup_path": {
        "r2r_slack_ns": 2.88,
        "cp_cell_sequence": "clkdlybuf4s50_1, nor2_2, o211ai_1, inv_1, or2_2, a2111oi_0, a21oi_1, o21ai_1",
        "crit_arrival_ns": 3.29,
        "critPathMaxFanout": 8,
        "slowest_delay_ns": 0.59,
        "critPathRequiredTime_ns": 5.23,
        "crit_path_start_kind": "input pin",
        "startpoint": "btnd",
        "cp_num_buf_inv": 2,
        "cpMaxStageDelayCell": "clkdlybuf4s50_1",
        "r2r-start": "count[20]",
        "path_class": "input pin to register",
        "worstSetupEndpointType": "register",
        "path_delay_family": "AND-OR/OR-AND gates",
    },
    "placement": {
        "io_buffers": 21,
        "dp.cells": 346,
        "dp_hpwl_um": 3171,
        "gp_congestion": 0.8875,
    },
    "route": {
        "avgRoutedWirePerCell_um": 12.20,
        "drtAntennaViolNets": 0,
        "firstDrtPassIters": 4,
        "num_antenna_cells": 0,
        "finalWirelength_um": 4320,
        "drc": 0,
        "drtIter0Drc": 238,
        "via_count": 1784,
        "viasPerCell": 5.040,
    },
    "global_routing": {
        "grt_pass1_vias": 1524,
        "antenna_found_initial": 0,
        "grt_usage": 0.1225,
        "grt_overflow": 0,
        "grt_max_degree": 20,
        "grt_pass1_wl_um": 7417,
    },
    "pwr": {
        "vdd_drop_max_mv": 0.09165,
        "p_leak_nw": 0.8302,
        "powerDensity_nw_per_um2": 224.7,
    },
    "run": {
        "maxCapViolCount": 0,
        "warning_count": 26,
    },
}
[cells in the mapped netlist (3+ instances only)]
cell type / count / area, um2
nor3_1: 6 / 30.03
xor2_1: 6 / 52.55
and4_1: 3 / 26.28
edfxtp_1: 8 / 240.2
o21ai_1: 3 / 15.01
a21oi_1: 11 / 55.05
buf_6: 3 / 33.78
xnor2_1: 19 / 166.4
dfxtp_1: 31 / 620.6
and2_1: 3 / 18.77
a31o_1: 6 / 52.55
nand2_1: 13 / 48.80
and3_1: 6 / 37.54
buf_2: 3 / 15.01
buf_4: 8 / 60.06
nand2b_1: 4 / 25.02
nor4_1: 5 / 31.28
clkbuf_1: 4 / 15.01
nand3_1: 20 / 100.1
o21ai_0: 4 / 20.02
inv_1: 10 / 37.54
a21o_1: 3 / 22.52
or4b_4: 3 / 41.29
nor2_1: 14 / 52.55
nand4_1: 6 / 37.54
[path summary, 6_finish.rpt]
check,endpoint,cells after the start
setup reg to reg,b[4],6
hold reg to reg,count[17],1
hold / removal,count[17],1
setup / recovery,b[7],8
[kinds of logic after synthesis]
group | synth area share
AOI/OAI and AO/OA | 0.1887
xor gates and xnor gates | 0.09738
adders and majority gates | 0.01113
buffers and inverters | 0.07345
DFF | 0.3829
and+or+nand+nor | 0.2465
[routing by layer]
layer	track usage	vias to the layer above	share of wire
li1	-	902	-
met1	0.2023	822	0.50
met4	0.01760	0	0.016
met3	0.02271	7	0.047
met5	0	-	0
met2	0.1727	53	0.43
[final cells by class]
| type | instances | area share |
|---|---|---|
| clock buffers | 5 | 0.02704 |
| inverters | 10 | 0.01475 |
| multi-input cells | 177 | 0.4803 |
| clock inverters | 3 | 0.008358 |
| repair buffers | 21 | 0.08260 |
| flip-flops and latches | 39 | 0.3383 |
| well taps | 99 | 0.04867 |
[report_power, final]
| group | leakage, nW | switching (W) | internal, W |
|---|---|---|---|
| Sequential | 0.321 | 0.00000320 | 0.000313 |
| Clock | 0.0494 | 0.000112 | 0.0000948 |
| Combinational | 0.459 | 0.0000171 | 0.0000325 |
| Total | 0.830 | 0.000132 | 0.000440 |
[through the flow]
step	hold slack (ns)	cell area (um2)	worst slack (ns)	total power, W	utilization
floorplan	0.4485	2248	2.492	0.0003479	-
global placement	0.4655	2455	1.748	0.0003720	0.3385
detailed placement	0.4701	2455	1.614	0.0003728	0.3385
CTS	0.4900	2545	1.921	0.0005797	0.3509
global route	0.5149	2545	1.684	0.0006012	0.3509
finish	0.4807	2545	1.935	0.0005720	0.3509
[state kept, by name, summed over array words and instances, names as in the netlist]
signal and count:
btn 5, b 8, count 26
[worst register-to-register path: stages, from the launching register on]
cell,delay [ns]
dfxtp_1,0.74
nand3_1,0.14
nor2_1,0.34
nor3_1,0.14
a211oi_1,0.36
o311ai_0,0.20
a31o_1,0.26
Power is estimated from default activity; no workload was simulated.
